--- design/flow/design.v ---
module char_r(
	input i_clk, 
	input i_rst,
	input[2:0] i_baud,
	input i_rx,
	output[7:0] o_char,
	output o_finished,
	output o_state
	);
logic[7:0] char_r,char_w,tmp;
enum { IDLE, DATA, STOP } state_r,state_w;
logic[3:0] cnt_r,cnt_w;
logic[8:0] sample_cnt_w,sample_cnt_r;
logic finished;
logic [12:0] period;
logic [12:0] period_1_5;
assign o_char = char_r;
assign o_finished = finished;
assign o_state = state_r == IDLE? 0:1;
always@(*) begin
	case(i_baud)
		0: begin 
			period = 100;
			period_1_5 = 150;
		end
		1: begin 
			period = 200;
			period_1_5 = 300;
		end
		2: begin 
			period = 400;
			period_1_5 = 600;
		end
		3: begin 
			period = 600;
			period_1_5 = 1000;
		end
		4: begin 
			period = 1200;
			period_1_5 = 1800;
		end
		5: begin 
			period = 2400;
			period_1_5 = 3600;
		end
		default: begin 
			period = 4800;
			period_1_5 = 7200;
		end
	endcase
end
always@(*) begin
	case(state_r)
		IDLE: begin
			cnt_w = 4'd0;
			sample_cnt_w = 0;
			finished = 0;
			tmp = 0;
			char_w = char_r;
			if(i_rx == 1'b0)
				state_w = DATA;
			else
				state_w = IDLE;
		end
		DATA: begin
			finished = 0;
			if(sample_cnt_r < (cnt_r == 0 ? period_1_5:period)) begin
				sample_cnt_w = sample_cnt_r + 1;
				cnt_w = cnt_r;
				tmp = 0;
				char_w = char_r;
			end
			else begin
				sample_cnt_w = 0;
				cnt_w = (cnt_r == 9)? 0 : cnt_r + 1;
				tmp = char_r >> 1;
				char_w = cnt_r[3] == 1? char_r : {i_rx,tmp[6:0]};
			end
			if(cnt_r == 9) begin
				state_w = STOP;
			end
			else begin
				state_w = DATA;
			end
		end
		STOP: begin
			tmp = 0;
			cnt_w = 4'd0;
			sample_cnt_w = 0;
			state_w = IDLE;
			finished = 1;
			char_w = char_r;
		end
	endcase
end
always@(posedge i_clk or negedge i_rst) begin
	if(!i_rst) begin
		char_r <= 7'd0;
		cnt_r <= 4'd0;
		state_r <= IDLE;
		sample_cnt_r <= 1;
	end
	else begin
		char_r <= char_w;
		cnt_r <= cnt_w;
		state_r <= state_w;
		sample_cnt_r <= sample_cnt_w;
	end
end
endmodule
module receiver(
	input i_clk,
	input i_rst,
	input i_read,
	output o_ready,
	output[7:0] o_D,
	input[15:0] i_baud,
	input i_rx,
	output o_used
	);
integer i;
enum {UNUSED, USED} state_r,state_w;
logic[7:0] D_w[7:0],D_r[7:0];
logic[2:0] r_w,r_r,w_w,w_r;
logic[7:0] char;
logic[31:0] cnt_w,cnt_r;
logic finished,state;
char_r zchar_r(.i_clk(i_clk),.i_rst(i_rst),.i_baud(i_baud[2:0]),.i_rx(i_rx),.o_char(char),.o_finished(finished),.o_state(state));
assign o_D = D_r[r_r];
assign o_ready = ~(r_r == w_r);
assign o_used = state_r == USED? 1 : 0;
always@(*) begin
	if(finished) begin
		w_w = w_r + 3'd1;
		for(i = 0; i < 8; i = i + 1 ) begin
			if(w_r == i)
				D_w[i] = char;
			else
				D_w[i] = D_r[i];
		end
	end
	else begin
		w_w = w_r;
		for(i = 0; i < 8; i = i + 1) begin
			D_w[i] = D_r[i];
		end
	end
	if(i_read) begin
		r_w = r_r + 3'd1;
	end
	else begin
		r_w = r_r;
	end
	if(state_r == UNUSED) begin
		if(state)
			state_w = USED;
		else
			state_w = state_r;
	end
	else begin
		if(state) begin
			state_w = state_r;
			cnt_w = 0;
		end
		else begin
			cnt_w = cnt_r < 46080000? cnt_r + 1 : 0;
			state_w = cnt_r < 46080000? state_r: UNUSED;
		end
	end
end
always@(posedge i_clk or negedge i_rst) begin
	if(!i_rst) begin
		for(i = 0; i < 8; i = i + 1) begin
			D_r[i] <= 0;
		end
		r_r <= 0;
		w_r <= 0;
		state_r <= UNUSED;
		cnt_r <= 0;
	end
	else begin
		for(i = 0; i < 8; i = i + 1) begin
			D_r[i] <= D_w[i];
		end
		r_r <= r_w;
		w_r <= w_w;
		state_r <= state_w;
		cnt_r <= cnt_w;
	end
end
endmodule
--- design/flow/run.sh ---
#!/bin/bash
# OpenROAD 26Q1-2900-gdf79404cd8, Yosys 0.63+post, stock flow scripts
make -C /OpenROAD-flow-scripts/flow DESIGN_CONFIG=/design/flow/config.mk WORK_HOME=/design/flow/orfs finish
--- design/flow/config.mk ---
export PLATFORM = sky130hd
export DESIGN_NAME = receiver
export DESIGN_NICKNAME = receiver
export VERILOG_FILES = /design/flow/design.v
export SDC_FILE = /design/flow/constraint.sdc
export NUM_CORES = 4
export LEC_CHECK = 1
export CORE_UTILIZATION = 30
--- design/flow/constraint.sdc ---
current_design receiver

set clk_period 3.7
set clk_io_pct 0.2

create_clock -name clk0 -period $clk_period [get_ports {i_clk}]

set non_clock_inputs [all_inputs -no_clocks]
set_input_delay [expr $clk_period * $clk_io_pct] -clock clk0 $non_clock_inputs
set_output_delay [expr $clk_period * $clk_io_pct] -clock clk0 [all_outputs]
==> job_summary.md <==
### Yosys + OpenROAD results

| Metric | Value |
|---|---|
| Top_reg_cell synth | `dfrtp_1` |
| Port bufs | `16` |
| Router iterations before antenna repair | `4` |
| Placed wire-length estimate | `8.04 mm` |
| FP Core Util | `0.307` |
| Final Max Slew Viols | `0` |
| Die H | `~150 µm` |
| WL/cell | `13.4 µm` |
| Insertion Delay late pin | `roughly 0.40 ns` |
| Minimum clock period | `3.42 ns` |
| Asr flop ratio synth | `0.694` |
| Worst VDD drop | `0.000317 V` |
| Synth flops | `between 150 and 200` |
| Share of cells above drive strength 1 | `0.101` |
| Worst Path Required | `2.96 ns` |
| Via count | `4205` |
| Post-Syn Instances | `around 590` |
| R2R Path Start | `w_r[0]` |
| Clock skew | `0.00562 ns` |
| Die ar. | `approximately 24000 µm²` |
| Internal Power | `2840 µW` |
| Yosys chip area | `6970 µm²` |
| Clk slew on worst S/H paths | `0.06 ns` |
| Tool warnings | `49` |
| Clock root buffer | `clkbuf_16` |
| Crit. Startpoint | `r_r[0]` |
| Logic pwr share | `0.163` |
| CP arrival | `2.68 ns` |
| Clock Tree Buf Depth | `2` |
| Leak | `approximately 0.0038 µW` |
| Count of cell types in the netlist | `55` |
| Worst Max-Slew Pin Slew | `0.775 ns` |
| Final Util | `0.356` |
| Setup TNS | `0 ns` |
| RSZ-0062 raised after global routing | `false` |
| Top Ports | `30` |
| Max Freq | `0.292 GHz` |
| Worst-path maximum fanout | `15` |
| Area delta synth->final | `16.1%` |
| Endpoints left unconstrained | `105` |
| Max_cap viols | `0` |
| Final setup fails | `0` |
| Crit. End Element | `primary output` |
| Initial antenna violation count | `0` |
| Initial DRC count | `about 270` |
| CTS Buf Count | `17` |
| Sw Pwr | `981 µW` |
| Total GRT Usage | `0.114` |
| Status | `completed` |
| Number of enable flip-flop cells | `0` |
| Setup Fix Bufs, Post-CTS | `0` |
| Switching Fraction | `0.257` |
| Seq pwr share | `0.378` |
| Antenna Cells | `0` |
| DIE WIDTH | `154 µm` |
| Post-Syn Area per Cell | `11.8 µm²` |
| Yosys stat cell total | `588` |
| Power Density | `472 nW/µm²` |
| Drt total wl | `12.2 mm` |
| Critical Path Start Type | `flip-flop` |
| Setup CP Type | `reg2out` |
| Final Hold Viols | `0` |
| Clock Power Share | `0.459` |
| First-pass GRT wire length | `21.7 mm` |
| DRC Markers | `0` |
| Yosys warns | `4` |
| R2R setup slack | `1.96 ns` |
| Post-route ant nets | `0` |
| H-tree depth | `4` |
| Grt total ovfl | `0` |
| Hold-fix buffers at CTS | `0` |
| Largest net degree at the start of global routing | `55` |
| Via density | `4.64` |
| Register pins left without a clock | `56` |
| Post-synthesis instance area | `approximately 7000 µm²` |
| CTS resizes | `0` |
| Vias in the first global route | `between 4000 and 5000` |
| Cycle use final | `0.924` |
| Rel. slew slack | `0.483` |
| Worst min-delay path category | `in2async` |
| Row count | `between 50 and 60` |
| GPL Wtd Cong | `0.795` |
| Core region area | `between 20000 and 25000 µm²` |
| CTS tree | `yes` |
==> worst max-delay path, stage by stage (launching register included) <==
cell and delay, ns:
dfrtp_1 0.45, inv_1 0.11, ha_1 0.55, a222oi_1 0.15, a21oi_1 0.27, a221oi_1 0.09
a21oi_1 0.17, clkdlybuf4s50_1 0.47
==> power groups by stage <==
stage	Combinational (µW)	Clock [µW]	Sequential (µW)
final	624	1750	1440
after CTS	634	1800	1440
after global routing	707	1860	1450
==> logic make-up after synthesis <==
kind of cell               share of synthesized area
DFF                                            0.457
buffers and inverters                         0.0239
other                                       0.000538
muxes                                          0.127
AOI/OAI and AO/OA                             0.0742
latches                                        0.121
adders and majority gates                     0.0449
and+or+nand+nor                                0.103
xor gates and xnor gates                      0.0490
==> area by class of cell <==
cell class | count | area [µm²]
inverter | 16 | 60.1
multi-input combinational | 368 | 2800
timing repair buffer | 22 | 215
clock inverter | 11 | 155
sequential | 183 | 4020
fill | 2176 | 14600
clock buffer | 21 | 480
tap | 285 | 357
==> flip-flops by register name, indices dropped and copies added (netlist names) <==
| signal | count |
|---|---|
| D_r | 64 |
| cnt_r | 32 |
| cnt_w | 32 |
| zchar_r.sample_cnt_r | 9 |
| zchar_r.sample_cnt_w | 9 |
| zchar_r.char_r | 8 |
| zchar_r.char_w | 8 |
| zchar_r.cnt_r | 4 |
| zchar_r.cnt_w | 4 |
| r_r | 3 |
| w_r | 3 |
| state_r | 2 |
| zchar_r.state_r | 2 |
| zchar_r.state_w | 2 |
| zchar_r.finished | 1 |
==> cell usage after synthesis (3+ instances only) <==
| master | number | area, µm² |
|---|---|---|
| nor2_1 | 63 | 236 |
| nand2b_1 | 4 | 25.0 |
| xor2_1 | 18 | 158 |
| mux2_2 | 7 | 78.8 |
| a221o_1 | 5 | 50.1 |
| clkbuf_1 | 16 | 60.1 |
| mux2_4 | 8 | 120 |
| dfrtp_1 | 125 | 3130 |
| a21oi_1 | 20 | 100 |
| xnor2_1 | 21 | 184 |
| buf_1 | 8 | 30.0 |
| o21ai_0 | 3 | 15.0 |
| a221oi_1 | 7 | 61.3 |
| mux2_1 | 59 | 664 |
| inv_1 | 15 | 56.3 |
| dlxtn_1 | 56 | 841 |
| and4_1 | 3 | 26.3 |
| and3_1 | 9 | 56.3 |
| nor2b_1 | 4 | 25.0 |
| nand2_1 | 31 | 116 |
| nor3_1 | 4 | 20.0 |
| a222oi_1 | 8 | 80.1 |
| o21ai_1 | 6 | 30.0 |
| nand4_1 | 4 | 25.0 |
| nand3_1 | 20 | 100 |
| a31oi_1 | 3 | 18.8 |
| ha_1 | 25 | 313 |
==> per-stage QoR <==
step	cell area (µm²)	instances	setup slack, ns	power (µW)	hold WS (ns)
floorplan	6980	593	1.36	1780	0.422
global placement	7450	874	0.762	2090	0.473
detailed placement	7450	874	0.719	2090	0.474
CTS	8090	906	0.247	3880	0.351
global route	8090	906	0.0778	4020	0.368
finish	8090	906	0.279	3820	0.324
==> placed cells by master, fill, tap and decap left out, drive strengths merged, types with 3 or more instances in the layout <==
cell type      count
clkinvlp           3
nor2b              4
o21ai              9
xor2              18
nor3               4
and4               3
conb               6
mux2              74
and3               9
clkdlybuf4s50     15
nand2b             4
nand4              4
nor2              63
nand2             32
dlxtn             56
a221oi             7
clkinv             4
a21oi             20
nand3             20
dfrtp            125
ha                25
bufinv             3
buf                7
a222oi             8
a221o              5
a31oi              3
inv               17
clkbuf            21
xnor2             21
==> final timing paths <==
path / endpoint / depth (start not counted)
max: o_D[1] / 7
min: cnt_r[8] / 1
max reg2reg: D_r[4][6] / 4
min reg2reg: D_r[6][7] / 1
max in group asynchronous: zchar_r.sample_cnt_r[0] / 2
min in group clk0: D_r[6][7] / 1
==> metal layers <==
metal,up-vias,track usage,part of all wire
li1,2086,-,-
met1,2066,0.188,0.54
met2,47,0.163,0.42
met3,6,0.0251,0.032
met4,0,0.0123,0.0092
met5,-,0,0
Power and IR drop assume default switching activity.
