$ cat run.sh
#!/bin/bash
# OpenROAD 26Q1-2900-gdf79404cd8, Yosys 0.63+post, stock flow scripts
make -C /OpenROAD-flow-scripts/flow DESIGN_CONFIG=/design/flow/config.mk WORK_HOME=/design/flow/orfs finish
$ cat config.mk
export PLATFORM = sky130hd
export DESIGN_NAME = synchro
export DESIGN_NICKNAME = synchro
export VERILOG_FILES = /design/flow/design.v
export SDC_FILE = /design/flow/constraint.sdc
export NUM_CORES = 4
export LEC_CHECK = 1
export CORE_UTILIZATION = 30
$ cat constraint.sdc
current_design synchro

set clk_period 13.3
set clk_io_pct 0.2

create_clock -name clk0 -period $clk_period [get_ports {i_clk}]

set non_clock_inputs [all_inputs -no_clocks]
set_input_delay [expr $clk_period * $clk_io_pct] -clock clk0 $non_clock_inputs
set_output_delay [expr $clk_period * $clk_io_pct] -clock clk0 [all_outputs]
$ cat design.v
module binary2deg(
	input i_clk,
	input i_rst,
	input i_start,
	input[63:0] i_decimal,
	input[3:0] i_frccnt,
	output[13:0] o_deg,
	output o_finished
	);
enum {IDLE,D2B1,D2B2,SHIFT,B2D,END} state_w,state_r;
logic[13:0] deg_w,deg_r;
logic[21:0] devider_w,devider_r;
logic[34:0] tmp_w,tmp_r;
logic[63:0] decimal_w,decimal_r;
logic[21:0] binary_w,binary_r;
logic[3:0] cnt_w,cnt_r;
logic[3:0] frccnt_w,frccnt_r;
logic finished;
assign o_finished = finished;
assign o_deg = deg_r;
always@(*) begin
	deg_w = deg_r;
	devider_w = devider_r;
	tmp_w = tmp_r;
	decimal_w = decimal_r;
	binary_w = binary_r;
	cnt_w = cnt_r;
	frccnt_w = frccnt_r;
	case(state_r)
		IDLE: begin
			if(i_start) begin
				state_w = D2B1;
				decimal_w = i_decimal;
				frccnt_w = i_frccnt;
			end
			else begin
				state_w = state_r;
				decimal_w = 0;
			end
			binary_w = 0;
			devider_w = 22'b101101000000000000000;
			finished = 0;
		end
		D2B1: begin
			if(decimal_r[3:0] < 10) begin
				tmp_w = (tmp_r >> 4)+(tmp_r >> 5)+(tmp_r >> 8)+(tmp_r >> 9)+(tmp_r >> 12)+(tmp_r >> 13)+{18'd0,decimal_r[3:0],13'd0};
				state_w = state_r;
			end
			else begin
				tmp_w = tmp_r;
				state_w = D2B2;
			end
			decimal_w = decimal_r >> 4;
		end
		D2B2: begin
			if(cnt_r == (frccnt_r - 1)) begin
				state_w = SHIFT;
				cnt_w = 0;
			end
			else begin
				state_w = state_r;
				cnt_w = cnt_r + 1;
			end
			tmp_w = (tmp_r >> 4)+(tmp_r >> 5)+(tmp_r >> 8)+(tmp_r >> 9)+(tmp_r >> 12)+(tmp_r >> 13)+{18'd0,decimal_r[3:0],13'd0};
			decimal_w = decimal_r >> 4;
		end
		SHIFT: begin
			tmp_w = (tmp_r << 3) + (tmp_r << 1);
			if(cnt_r == (frccnt_r - 2)) begin
				state_w = B2D;
				binary_w = tmp_w[21:0];
				cnt_w = 0;
			end
			else begin
				state_w = state_r;
				cnt_w = cnt_r + 1;
			end
		end
		B2D: begin
			if(cnt_r == 13) begin
				state_w = END;
				cnt_w = 0;
			end
			else begin
				state_w = state_r;
				cnt_w = cnt_r + 1;
			end
			if(binary_r < devider_r) begin
				deg_w = {deg_r[12:0],1'b0};
				binary_w = binary_r;
			end
			else begin
				deg_w = {deg_r[12:0],1'b1};
				binary_w = binary_r - devider_r;
			end
			devider_w = devider_r >> 1;
			finished = 0;
		end
		END: begin
			finished = 1;
			state_w = IDLE;
		end
	endcase
end
always@(posedge i_clk or negedge i_rst) begin
	if(!i_rst) begin
		devider_r <= 22'b0101101000000000000000;
		binary_r <= 0;
		deg_r <= 0;
		cnt_r <= 0;
		state_r <= IDLE;
		decimal_r <= 64'd0;
		tmp_r <= 35'd0;
		frccnt_r <= 0;
	end
	else begin
		devider_r <= devider_w;
		binary_r <= binary_w;
		deg_r <= deg_w;
		cnt_r <= cnt_w;
		state_r <= state_w;
		decimal_r <= decimal_w;
		tmp_r <= tmp_w;
		frccnt_r <= frccnt_w;
	end
end
endmodule
module synchro(
	input i_clk,
	input i_rst,
	input i_write,
	input[7:0] i_char,
	output o_full,
	output o_check,
	output[14 - 1:0] o_deg
	);
integer i;
enum {IDLE,IDT,DATA,DEG,CHECK} state_w,state_r;
logic[7:0] cnt_w,cnt_r;
logic[7:0] char_w[7:0],char_r[7:0];
logic[2:0] r_w,r_r,w_w,w_r;
logic[7:0] char;
logic[7:0] check_w,check_r;
logic[7:0] checksum_w,checksum_r,tmp;
logic check;
logic[23:0] SI_w,SI_r;
logic[3:0] pos;
enum {INT,FRC} dstate_w,dstate_r;
logic[63:0] decimal_w,decimal_r;
logic[13:0] edg,deg_w,deg_r;
logic[3:0] frccnt_w,frccnt_r;
logic finished;
binary2deg xbinary2deg(.i_clk(i_clk),.i_rst(i_rst),.i_start(check),.i_decimal(decimal_r),.i_frccnt(frccnt_r),.o_deg(deg),.o_finished(finished));
assign o_full = ((w_r + 1) == r_r)? 1 : 0;
assign o_check = check;
assign o_deg = deg_r;
always@(*) begin
	for(i = 0; i < 8; i = i + 1) begin
		char_w[i] = char_r[i];
	end
	if(i_write) begin
		w_w = w_r + 1;
		char_w[w_r] = i_char;
	end
	else begin
		w_w = w_r;
	end
	if(w_r != r_r) begin
		char = char_r[r_r];
		r_w = r_r + 1;
	end
	else begin
		char = 0;
		r_w = r_r;
	end
end
always@(*) begin
	case(SI_r)
		{"H","D","G"} : begin
			pos = 1;
		end
		{"H","D","T"} : begin
			pos = 1;
		end
	endcase
end
always@(*) begin
	if(finished)
		deg_w = deg;
	else
		deg_w = deg_r;
end
always@(*) begin
	check = 0;
	checksum_w = checksum_r;
	SI_w = SI_r;
	decimal_w = decimal_r;
	tmp = 0;
	frccnt_w = frccnt_r;
	if(w_r != r_r) begin
		case(state_r)
			IDLE: begin
				if(char == "$") begin
					state_w = IDT;
				end
				else begin
					state_w = state_r;
				end
				cnt_w = 0;
			end
			IDT: begin
				if(cnt_r == 4) begin
					state_w = DATA;
					cnt_w = 0;
					SI_w = (SI_r << 8) + {16'd0,char};
				end
				else if(cnt_r > 1) begin
					state_w = state_r;
					cnt_w = cnt_r + 1;
					SI_w = (SI_r << 8) + {16'd0,char};
				end
				else begin
					state_w = state_r;
					SI_w = SI_r;
					cnt_w = cnt_r + 1;
				end
				check_w = check_r ^ char;
			end
			DATA: begin
				if(char == "*") begin
					state_w = CHECK;
					cnt_w = 0;
					check_w = check_r;
				end
				else if(char == ",") begin
					cnt_w = cnt_r + 1;
					check_w = check_r ^ char;
					if(cnt_r == (pos - 1)) begin
						state_w = DEG;
					end
					else begin
						state_w = state_r;
					end
				end
				else begin
					state_w = state_r;
					cnt_w = cnt_r;
					check_w = check_r ^ char;
				end
			end
			DEG: begin
				tmp = char - "0";
				if(char == ".") begin
					dstate_w = FRC;
					state_w = state_r;
					cnt_w = cnt_r;
					frccnt_w = frccnt_r;
					decimal_w = (decimal_r << 4) + {60'd0,tmp[3:0]};
				end
				else if(char == ",") begin
					dstate_w = INT;
					state_w = DATA;
					cnt_w = cnt_r;
					frccnt_w = frccnt_r;
					decimal_w = decimal_r;
				end
				else begin
					state_w = state_r;
					dstate_w = dstate_r;
					cnt_w = cnt_r;
					decimal_w = (decimal_r << 4) + {60'd0,tmp[3:0]};
					if(dstate_r == FRC) begin
						frccnt_w = frccnt_r;
					end
					else begin
						frccnt_w = frccnt_r + 1;
					end
				end
				check_w = check_r ^ char;
			end
			CHECK: begin
				if(char == 8'hd) begin
					state_w = IDLE;
					cnt_w = 0;
					if(check_r == checksum_r) begin
						check = 1;
					end
					else begin
						check = 0;
					end
				end
				else begin
					if((char > "/") && (char < ":")) begin
						tmp = char - "0";
						checksum_w = cnt_r == 0 ? {tmp[3:0],4'd0} : {checksum_r[7:4],tmp[3:0]};
					end
					else if((char > "@") && (char < "G")) begin
						tmp = char - "A";
						checksum_w = cnt_r == 0 ? {tmp[3:0],4'd0} : {checksum_r[7:4],tmp[3:0]};
					end
					else begin
						checksum_w = checksum_r;
					end
					cnt_w = cnt_r + 1;
				end
			end
		endcase
	end
	else begin
		state_w = state_r;
		cnt_w = cnt_r;
		checksum_w = checksum_r;
		check_w = check_r;
	end
end
always@(posedge i_clk or negedge i_rst) begin
	if(!i_rst) begin
		state_r <= IDLE;
		dstate_r <= INT;
		cnt_r <= 0;
		deg_r <= 0;
		checksum_r <= 0;
		check_r <= 0;
		SI_r <= 0;
		r_r <= 0;
		w_r <= 0;
		decimal_r <= 0;
		frccnt_r <= 0;
		for(i = 0; i < 8; i = i + 1) begin
			char_r[i] <= 0;
		end
	end
	else begin
		state_r <= state_w;
		dstate_r <= dstate_w;
		cnt_r <= cnt_w;
		deg_r <= deg_w;
		checksum_r <= checksum_w;
		check_r <= check_w;
		SI_r <= SI_w;
		r_r <= r_w;
		w_r <= w_w;
		decimal_r <= decimal_w;
		frccnt_r <= frccnt_w;
		for(i = 0; i < 8; i = i + 1) begin
			char_r[i] <= char_w[i];
		end
	end
end
endmodule
==> impl_metrics.json <==
{
  "hold_path_depth": 2,
  "dieHeight_um": 305.0,
  "fp-utilization": 0.3045,
  "use_met1": 0.2260,
  "ys_area_sq_mm": 0.02754,
  "avgRoutedWirePerCell_um": 15.42,
  "fmax_ghz": 0.1312,
  "drive_gt1_frac": 0.09830,
  "cts_max_path_buffers": 3,
  "grt_overflow": 0,
  "seq_area_sq_mm": 0.01196,
  "comb_area_sq_mm": 0.01456,
  "rr_endpoint": "xbinary2deg.tmp_r[30]",
  "grt_max_degree": 123,
  "drt-total-wl_um": 61760,
  "yosys_cells": 2790,
  "p_per_area_mw_per_mm2": 126.0,
  "pwr-share-comb": 0.247,
  "drt-pass1-iter-count": 5,
  "num_vias": 19714,
  "min_path_type": "reg2reg",
  "async_flop_share": 0.7839,
  "design.die.area_sq_mm": 0.09300,
  "drc": 0,
  "clk_pin_slew_ps": 60,
  "unclocked_pins": 113,
  "synth_area_sq_mm": 0.02754,
  "use_met2": 0.2041,
  "place_ws_ps": 6172,
  "final_cells": 4006,
  "drv_slew": 0,
  "ff_type": "dfrtp_1",
  "ir_drop_mv": 0.1240,
  "setup_violations": 0,
  "untimed_endpoints": 225,
  "grt_use_met3": 0.02264,
  "finalCritPeriodShare": 0.5732,
  "layout_min_cycle_time_ps": 7624,
  "skew_ps": 39.06,
  "worstHoldStart": "decimal_r[28]",
  "drtIter0Drc": 1349,
  "layout_setup_ws_ps": 5676,
  "cts_resized": 0,
  "crit_required_ps": 10640,
  "critPathCaptureType": "primary output",
  "gp_congestion": 0.9415,
  "fillers": 9037,
  "r2r-start": "xbinary2deg.tmp_r[9]",
  "arrival_ps": 4960,
  "hold_buffers": 0,
  "p_seq_frac": 0.398,
  "root_buffer": "clkbuf_16",
  "start_kind": "flip-flop",
  "enable_flop_cells": 0,
  "r2r_setup_slack_ps": 6070,
  "antenna_found_initial": 0,
  "postRouteAntennaNets": 0,
  "intPower_w": 0.002650,
  "postSynthCellCount": 2790,
  "critical_path_class": "reg2out",
  "rsz0062_at_grt": "false",
  "outcome": "finished clean",
  "die_x_um": 305.0,
  "synth.distinct_cells": 100,
  "via_per_inst": 4.921,
  "dp_hpwl_um": 42180,
  "hold_viol": 0,
  "crit_path_max_fanout": 68,
  "dp.cells": 3916,
  "reg2regPathDepth": 27,
  "slew_headroom": 0.3601,
  "cap_violations": 0,
  "grt_usage": 0.1397,
  "top_usage_layer": "met1",
  "cts_setup_buffers": 0,
  "p_switching_w": 0.001210,
  "first_global_vias": 19421,
  "lay_top_cells": "nand2_1 (406), dfrtp_1 (406), a21oi_1 (200), ha_1 (169), o21ai_0 (132)",
  "cts_made_buffers": 48,
  "cts_tree": "done",
  "timing.setup.tns_ps": 0,
  "core_sq_mm": 0.09042,
  "clk_latency_ps": 600,
  "grt_pass1_wl_um": 103900,
  "syn_to_final_growth_pct": 11.21,
  "worst_pin_slew_ps": 954.7,
  "io_pins": 27,
  "p_leak_nw": 15.18,
  "p_sw_frac": 0.3134,
  "p_clk_frac": 0.355,
  "min_to": "decimal_r[32]",
  "htree_levels": 2,
  "ys.flops": 523,
  "rows": 110,
  "numPortBuffers": 13,
  "synth_warnings": 6,
  "syn_area_per_cell_sq_um": 9.870,
  "warnings": 44
}
## cell type report
class / count / area share
multi-input combinational: 2026 / 0.4755
sequential: 523 / 0.3906
tap: 1176 / 0.04805
clock buffer: 65 / 0.04359
inverter: 132 / 0.01618
timing repair buffer: 59 / 0.01610
clock inverter: 23 / 0.009846
antenna: 2 / 0.0001634
## metrics by stage
stage	total power, W	hold WS (ps)	utilization	cell area [sq um]
global placement	0.002498	449.7	0.3205	28980
floorplan	0.002242	439.1	-	27580
global route	0.004068	481.2	0.3386	30620
finish	0.003859	453.4	0.3387	30620
detailed placement	0.002506	452.0	0.3205	28980
CTS	0.003909	455.0	0.3386	30620
## Yosys cell counts, types with 59 or more instances
library cell	count	area, sq um
a21o_1	70	525.5
a21oi_1	203	1016
and2_1	59	369.1
and3_1	77	481.7
clkbuf_1	65	244.0
dfrtp_1	406	10160
dlxtn_1	113	1700
fa_1	79	1582
ha_1	169	2115
inv_1	131	491.7
mux2_2	86	968.4
nand2_1	406	1524
nor2_1	100	375.4
o21ai_0	132	660.6
xnor2_1	70	613.1
## critical path, cell delays in order, from the launching register on
cell and delay (ps):
dfrtp_1 470, ha_1 260, ha_1 340, nor4_2 440
nand3_1 120, a41oi_1 560, ha_1 240, nor3b_1 370
nand3_1 190, nor4_4 170, buf_4 530, clkdlybuf4s50_1 630
## cell families (layout without fill, tap and decap cells)
kind of cell	Yosys count	count (layout)	synth area share
DFF	410	410	0.3728
buffers and inverters	253	279	0.04067
other	1	15	0.0001362
AOI/OAI and AO/OA	667	667	0.1553
muxes	94	94	0.03880
latches	113	113	0.06174
adders and majority gates	248	248	0.1342
xor gates and xnor gates	120	120	0.03817
and+or+nand+nor	884	884	0.1584
## power by group through the flow
stage	clock network, W	logic (W)	registers [W]
finish	0.00137	0.000952	0.00154
global route	0.00146	0.00105	0.00156
CTS	0.00141	0.000957	0.00154
## layer usage
layer | routed length [um] | part of all wire
met2 | 27130 | 0.44
met4 | 1117 | 0.018
met5 | 0 | 0
met3 | 2705 | 0.044
met1 | 30800 | 0.50
## sequential cells by signal (all words and copies together), names as in the netlist, 3 cells and up
signal,count
char_r,64
decimal_r,64
xbinary2deg.decimal_r,64
xbinary2deg.tmp_r,35
dstate_r,32
dstate_w,32
state_r,32
state_w,32
xbinary2deg.state_r,32
xbinary2deg.state_w,32
xbinary2deg.binary_r,22
xbinary2deg.devider_r,21
check_r,8
check_w,8
checksum_r,8
cnt_r,8
cnt_w,8
frccnt_r,4
xbinary2deg.cnt_r,4
xbinary2deg.frccnt_r,4
r_r,3
w_r,3
## worst max-delay path by stage
| stage | from | cells after the start | to | slack, ps |
|---|---|---|---|---|
| 5_1_grt | r_r[0] | 11 | o_check | 5370 |
| 4_1_cts | r_r[0] | 11 | o_check | 5700 |
| 6_report | r_r[0] | 11 | o_check | 5680 |
No activity file was given, so power comes from the tool's default toggle rates.
