==> flow/design.v <==
module char_t(
	input i_clk, 
	input i_rst,
	input[7:0] i_char,
	input i_start,
	input[2:0] i_baud,
	output o_tx,
	output o_finished
	);
enum {IDLE,START, DATA,STOP} state_w,state_r;
logic[7:0] char_w,char_r;
logic tx_w,tx_r,finished;
logic[3:0] cnt_w,cnt_r;
logic[9:0] sample_cnt_w,sample_cnt_r;
logic[9:0] period;
assign o_tx = tx_r;
assign o_finished = finished;
always@(*) begin
	case(i_baud)
		0: period = 100;
		1: period = 200;
		2: period = 400;
		3: period = 600;
		4: period = 1200;
		5: period = 2400;
		6: period = 4800;
	endcase
end
always@(*) begin
	case(state_r)
		IDLE: begin
			finished = 0;
			cnt_w = 4'd0;
			sample_cnt_w = 0;
			if(i_start) begin
				tx_w = 1'd0;
				char_w = i_char;
				state_w = START;
			end
			else begin
				tx_w = 1'd1;
				char_w = char_r;
				state_w = state_r;
			end
		end
		START: begin
			cnt_w = 0;
			finished = 0;
			if(sample_cnt_r < (period - 1)) begin
				tx_w = 1'd0;
				char_w = char_r;
				state_w = state_r;
				sample_cnt_w = sample_cnt_r + 1;
			end
			else begin
				tx_w = char_r[7];
				char_w = char_r << 1;
				state_w = DATA;
				sample_cnt_w = 0;
			end
		end
		DATA: begin
			finished = 0;
			if(sample_cnt_r < (period - 1)) begin
				char_w = char_r;
				state_w = state_r;
				cnt_w = cnt_r;
				tx_w = tx_r;
				sample_cnt_w = sample_cnt_r + 1;
			end
			else begin
				sample_cnt_w = 0;
				if(cnt_r == 7) begin
					cnt_w = 0;
					tx_w = 1'b1;
					char_w = 0;
					state_w = STOP;
				end
				else begin
					tx_w = char_r[7];
					char_w = char_r << 1;
					cnt_w = cnt_r + 1;
					state_w = state_r;
				end
			end
		end
		STOP: begin
			char_w = char_r;
			cnt_w = cnt_r;
			tx_w = tx_r;
			if(sample_cnt_r < (period - 2)) begin
				sample_cnt_w = sample_cnt_r + 1;
				state_w = state_r;
				finished = 0;
			end
			else begin
				sample_cnt_w = 0;
				finished = 1;
				state_w = IDLE;
			end
		end
	endcase
end
always@(posedge i_clk or negedge i_rst) begin
	if(!i_rst) begin
		char_r <= 8'd0;
		tx_r <= 1'd0;
		state_r <= IDLE;
		cnt_r <= 4'd0;
		sample_cnt_r <= 0;
	end
	else begin
		char_r <= char_w;
		tx_r <= tx_w;
		state_r <= state_w;
		cnt_r <= cnt_w;
		sample_cnt_r <= sample_cnt_w;
	end
end
endmodule
module transmitter(
	input i_clk,
	input i_rst,
	input[7:0] i_D,
	input[15:0] i_baud,
	input i_write,
	output o_full,
	output o_tx
	);
integer i;
logic[2:0] r_w,r_r,w_w,w_r;
logic[7:0] D_w[7:0],D_r[7:0],D;
logic start_r,finished;
logic full;
char_t zchar_t(.i_clk(i_clk),.i_rst(i_rst),.i_baud(i_baud[2:0]),.i_char(D),.i_start(start_r),.o_tx(o_tx),.o_finished(finished));
assign D = D_r[r_r];
assign o_full = full;
always@(*) begin
	start_r = ~(r_r == w_r);
	if((w_r + 3'd1) == r_r) begin
		full = 1;
	end
	else begin
		full = 0;
	end
	if(i_write && !full) begin
		w_w = w_r + 3'b1;
		for(i = 0; i < 8; i = i + 1) begin
			if(w_r == i)
				D_w[w_r] = i_D;
			else
				D_w[i] = D_r[i];
		end
	end
	else begin
		w_w = w_r;
		for(i = 0; i < 8; i = i + 1) begin
			D_w[i] = D_r[i];
		end
	end
	if(finished) begin
		r_w = r_r + 1;
	end
	else begin
		r_w = r_r;
	end
end
always@(posedge i_clk or negedge i_rst) begin
	if(!i_rst) begin
		w_r <= 0;
		r_r <= 0;
		for(i = 0; i < 8; i = i + 1) begin
			D_r[i] <= 0;
		end
	end
	else begin
		w_r <= w_w;
		r_r <= r_w;
		for(i = 0; i < 8; i = i + 1) begin
			D_r[i] <= D_w[i];
		end
	end
end
endmodule
==> flow/run.sh <==
#!/bin/bash
# OpenROAD 26Q1-2900-gdf79404cd8, Yosys 0.63+post, stock flow scripts
make -C /OpenROAD-flow-scripts/flow DESIGN_CONFIG=/design/flow/config.mk WORK_HOME=/design/flow/orfs finish
==> flow/config.mk <==
export PLATFORM = sky130hd
export DESIGN_NAME = transmitter
export DESIGN_NICKNAME = transmitter
export VERILOG_FILES = /design/flow/design.v
export SDC_FILE = /design/flow/constraint.sdc
export NUM_CORES = 4
export LEC_CHECK = 1
export CORE_UTILIZATION = 50
==> flow/constraint.sdc <==
current_design transmitter

set clk_period 4.2
set clk_io_pct 0.2

create_clock -name clk0 -period $clk_period [get_ports {i_clk}]

set non_clock_inputs [all_inputs -no_clocks]
set_input_delay [expr $clk_period * $clk_io_pct] -clock clk0 $non_clock_inputs
set_output_delay [expr $clk_period * $clk_io_pct] -clock clk0 [all_outputs]
==> Slide: Implementation Results <==
Flow Results at a Glance

Clocking
  – Root buffer selected by CTS: sky130_fd_sc_hd__clkbuf_16
  – Number of CTS-inserted buffers: 17
  – Clock tree from TritonCTS: yes
  – Cts-stage hold buffer count: 0
  – Clock Tree Buf Depth: 2
  – Clock-pin slew reported for the worst setup and hold paths after clock tree synthesis: 60 ps
  – H-tree levels: 4
  – Post-CTS Repair Setup Buffers: 0
  – Clock Latency Late Sink: 410 ps
  – Post-cts sizing count: 0

Pwr
  – Power density cells: 371 nW/um^2
  – Net switching power: 0.880 mW
  – Relative contribution of combinational cells to total power: 0.152
  – Leakage component of the power: 4.20 nW
  – Clock share of power: 0.448
  – Worst-case vdd ir drop: 287 uV
  – Cell-internal power: 2.49 mW
  – Proportion of power drawn by flip-flops and latches: 0.400
  – Switching fraction of total power: 0.261

Finish
  – Area growth syn-to-layout: 11.9%
  – Fin cells: 914
  – Proportion of layout cells with a drive suffix above 1: 0.181
  – Post-route cell area: 9090 sq um

Job
  – OpenROAD warning count: 46
  – Max_cap viols: 0

Critical path
  – Arrival time at the worst endpoint: 2240 ps
  – Setup slack of the worst register-to-register path: 2300 ps
  – CP Capture Type: primary output
  – CP Class: reg2out
  – Endpoint of the lowest-slack register-to-register path: w_r[1]
  – Worst reg2reg path startpoint: w_r[0]
  – Number of cells on the worst reg-to-reg path: 8
  – Category of the worst setup path launch point: flip-flop
  – Required time at the worst-slack endpoint: 3360 ps
  – Highest net fanout along the worst path: 7

Route
  – Antenna Cells: 0
  – Antenna Nets Post-Route: 0
  – Average vias per placed instance: 5.37
  – Routed length per placed instance: 16.9 um
  – Drc violations: 0
  – TritonRoute pass-1 iters: 4
  – Total wire length after detailed routing: 15400 um
  – Via Count: 4906
  – Initial drt markers: 333

Yosys
  – Cell taking the most area after synthesis: sky130_fd_sc_hd__dfrtp_1
  – Count of library flops with an enable pin: 0
  – Largest cells by area: sky130_fd_sc_hd__dfrtp_1, sky130_fd_sc_hd__dlxtn_1, sky130_fd_sc_hd__mux2_2
  – Yosys top cell area share: 0.385
  – Cell count after synthesis: 670
  – Asr flop ratio synth: 0.494
  – Summed instance area of the synthesized netlist: 8120 sq um
  – Cell count listed in synth_stat.txt: 670
  – Mean instance size in the synthesized netlist: 12.1 sq um
  – Post-synthesis chip area from yosys: 8120 sq um
  – Main synth FF type: sky130_fd_sc_hd__dlxtn_1
  – Post-synthesis sequential element count: 253
  – Synth Warn #: 124
  – Distinct lib cells: 59

Die
  – Starting density of the core: 0.511
  – Die Footprint: 16700 sq um
  – # rows: 46
  – Die x size: 129 um
  – Placeable Area: 15900 sq um
  – Number of primary I/O pins: 29
  – Height of the die: 129 um

Placed design
  – Post-DP HPWL: 10400 um
  – I/O Buffers: 15
  – Weighted congestion at the end of routability-driven global placement: 0.836
  – Total placed instance area: 8470 sq um
  – Number of instances in the placed design: 882
  – Worst Setup Slack post-DPL: 1560 ps

Final timing
  – Final hold violation count: 0
  – Setup Total Neg Slack: 0 ps
  – Shortest period the worst path allows: 3080 ps
  – Post-layout worst setup margin: 1120 ps
  – Number of register pins that no clock reaches: 128
  – Number of setup violations in the final report: 0
  – Number of unconstrained endpoints: 247
  – Max transition margin: 0.351
  – Clk_skew: 0.615 ps
  – Count of final max-slew check failures: 0
  – Worst-Margin Slew: 971 ps
  – Unrepaired setup endpoints after global routing: false
  – Timing-limited maximum frequency: 325 MHz
  – Post-layout period usage of the worst path: 0.733

Hold path
  – Classification of the worst-slack hold path: in2async

GRT
  – Number of global-route vias before repair: 5046
  – Global Route Usage Sum: 0.211
  – Total overflow reported by the global router: 0
  – Largest net degree at the start of global routing: 73
  – Antenna violations before repair: 0
  – First-pass GRT wire length: 26100 um

Run status
  – Outcome: complete, no violations
## sequential cells by signal, indices dropped and copies added, names as in the netlist, 3 cells and up
| register | count |
|---|---|
| zchar_t.char_w | 8 |
| D_r | 64 |
| zchar_t.sample_cnt_w | 10 |
| zchar_t.state_r | 32 |
| zchar_t.char_r | 8 |
| zchar_t.cnt_r | 4 |
| zchar_t.state_w | 32 |
| w_r | 3 |
| r_r | 3 |
| zchar_t.sample_cnt_r | 10 |
| zchar_t.cnt_w | 4 |
| zchar_t.period | 8 |
| D_w | 64 |
## placed cells by master (no fill, tap or decap), types with 4 or more instances in the layout
master | synthesis | layout
sky130_fd_sc_hd__o21a_1 | 4 | 4
sky130_fd_sc_hd__nor2_1 | 42 | 42
sky130_fd_sc_hd__dfrtp_1 | 125 | 125
sky130_fd_sc_hd__nand4_1 | 7 | 7
sky130_fd_sc_hd__a21oi_1 | 19 | 19
sky130_fd_sc_hd__inv_1 | 13 | 13
sky130_fd_sc_hd__clkinv_4 | 0 | 5
sky130_fd_sc_hd__o22ai_1 | 4 | 4
sky130_fd_sc_hd__nand2_1 | 37 | 37
sky130_fd_sc_hd__clkdlybuf4s50_1 | 0 | 14
sky130_fd_sc_hd__and2_1 | 32 | 32
sky130_fd_sc_hd__a211oi_1 | 5 | 5
sky130_fd_sc_hd__o211ai_1 | 5 | 5
sky130_fd_sc_hd__a222oi_1 | 8 | 8
sky130_fd_sc_hd__nand3_1 | 14 | 14
sky130_fd_sc_hd__clkbuf_16 | 0 | 17
sky130_fd_sc_hd__nor4_1 | 7 | 7
sky130_fd_sc_hd__a221oi_1 | 7 | 7
sky130_fd_sc_hd__dlxtn_1 | 128 | 128
sky130_fd_sc_hd__ha_1 | 22 | 22
sky130_fd_sc_hd__mux2_2 | 72 | 72
sky130_fd_sc_hd__nor3_1 | 7 | 7
sky130_fd_sc_hd__o21ai_0 | 10 | 10
sky130_fd_sc_hd__o311a_1 | 4 | 4
sky130_fd_sc_hd__xor2_1 | 12 | 12
sky130_fd_sc_hd__xnor2_1 | 12 | 12
## kinds of logic (layout without fill, tap and decap cells)
| group | Yosys count | in the layout | synth area share |
|---|---|---|---|
| adder cells (fa/ha/maj) | 22 | 22 | 0.0339 |
| AND-OR/OR-AND | 94 | 94 | 0.0888 |
| multiplexers | 75 | 75 | 0.104 |
| AND/OR/NAND/NOR | 166 | 166 | 0.107 |
| XOR/XNOR | 24 | 24 | 0.0259 |
| latches | 128 | 128 | 0.237 |
| buffers and inverters | 36 | 64 | 0.0191 |
| flip-flops | 125 | 125 | 0.385 |
## synth_stat cells, drive strengths merged, types with 2 or more instances
cell and instances:
clkbuf 10, o311a 4, nor3 8, buf 12
o21ai 14, mux2 72, a21oi 22, a221oi 7
nor2 44, o211a 2, nand4 7, nand2 37
nand3b 3, nand3 14, dfrtp 125, nor2b 3
inv 14, mux2i 3, a222oi 8, o21a 4
nand2b 2, a22oi 3, or3 4, a21o 2
dlxtn 128, and2 32, o22ai 4, xor2 12
nor4 7, xnor2 12, ha 22, a211oi 5
and3 2, a211o 3, o211ai 5, a221o 5
## metal layers
metal,vias up,global-route usage,share of wire
met2,78,0.334,0.48
met1,2432,0.332,0.48
met3,10,0.0421,0.037
met4,0,0.0212,0.0094
met5,-,0,0
li1,2386,-,-
## worst max-delay path by stage
stage          start      to  slack [ps]  cells past startpoint
CTS           w_r[0]  o_full        1110                      8
global route  w_r[0]  o_full         960                      8
finish        w_r[0]  o_full        1120                      8
## final cells by class
type / count / area, sq um
well taps: 216 / 270
repair buffers: 18 / 183
clock buffers: 19 / 453
inverters: 14 / 52.6
fillers: 1267 / 6800
multi-input cells: 381 / 2910
flip-flops and latches: 253 / 5050
clock inverters: 13 / 166
## power by group through the flow
stage	Sequential, mW	Clock (mW)	Combinational, mW
after CTS	1.35	1.54	0.516
after global routing	1.35	1.60	0.560
final	1.35	1.51	0.513
## stage by stage
stage | power, mW | hold WS [ps] | utilization
2_1_floorplan | 1.72 | 528 | -
3_3_place_gp | 1.86 | 554 | 0.533
3_5_place_dp | 1.88 | 580 | 0.533
4_1_cts | 3.40 | 499 | 0.572
5_1_grt | 3.51 | 522 | 0.572
6_report | 3.37 | 476 | 0.572
## worst max-delay path: stages, from the launching register on
cell and delay, ps:
sky130_fd_sc_hd__dfrtp_1 480, sky130_fd_sc_hd__inv_1 110, sky130_fd_sc_hd__ha_1 330, sky130_fd_sc_hd__xnor2_1 150
sky130_fd_sc_hd__nand2b_1 90, sky130_fd_sc_hd__inv_1 70, sky130_fd_sc_hd__nand2_1 90, sky130_fd_sc_hd__inv_1 60
sky130_fd_sc_hd__clkdlybuf4s50_1 440
No activity file was given, so power comes from the tool's default toggle rates.
